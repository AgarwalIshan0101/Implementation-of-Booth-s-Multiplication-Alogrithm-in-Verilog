### flow/design.v
module  shiftregister(data_out , data_in, s_in, clk , ld , clr , sft);
input  s_in,clk,ld,clr,sft; 
input [15:0] data_in;
output reg [15:0] data_out;
always @(posedge clk)
begin
  if (clr) data_out <= 0;
  else if (ld) data_out <= data_in;
  else if (sft) data_out <= {s_in,data_out[15:1]};
end
endmodule
module  PIPO(data_out, data_in, clk , load );
input [15:0] data_in;
input load, clk;
output reg [15:0] data_out;
always @(posedge clk)
if (load) data_out <= data_in;
endmodule
module  dff(d ,q ,clk ,clr);
input  d, clk ,clr ;  
output reg q ;
always @(posedge clk)
if (clr) q <= 0 ;
else q <= d ; 
endmodule
module  alu( out , in1, in2, addsub);
input  [15:0] in1, in2; 
input addsub;
output  reg [15:0] out; 
always @(*)
begin
  if (addsub==0) out = in1 - in2 ; 
  else out = in1 + in2 ; 
end
endmodule
module  cntr(data_out , decr, ldcnt , clk);
input decr, clk,ldcnt ;  
output reg [4:0] data_out;
always @(posedge clk)
begin
    if (ldcnt) data_out <= 5'b10000; 
    else if (decr) data_out <= data_out - 1 ; 
end
endmodule
module  controller(lda , clra, sfta, ldq, clrq,sftq,ldm, clrff, addsub, start, decr,ldcnt, done, clk, q0, qm1,eqz);
input clk , q0,qm1,start,eqz;
output  reg lda,clra,sfta, ldq, clrq,sftq,ldm , clrff, addsub, decr, ldcnt, done;
reg [2:0] state; 
parameter s0=3'b000;
parameter s1=3'b001;
parameter s2=3'b010;
parameter s3=3'b011;
parameter s4=3'b100;
parameter s5=3'b101;
parameter s6=3'b110;
always @(posedge clk)
begin
case ( state)
s0: if ( start) state <= s1 ; 
s1: state <= s2 ; 
s2: #2 if ({q0, qm1}==2'b01) state <= s3 ; 
        else if ({q0, qm1}==2'b10) state <= s4 ;
        else state <= s5 ; 
s3: state <= s5 ; 
s4: state <= s5 ; 
s5: #2 if (({q0, qm1}==2'b01) && !eqz) state <= s3;
         else if (({q0, qm1}==2'b10) && !eqz) state <= s4;
         else if (eqz) state <= s6 ;
s6: state <= s6 ; 
default: state <= s0 ; 
endcase  
end 
always @(state)
begin 
case ( state)
s0: begin clra = 0 ; lda = 0 ; sfta = 0 ; clrq = 0 ; ldq = 0 ; sftq = 0; ldm = 0 ; clrff = 0 ; done = 0 ; end 
s1: begin clra = 1 ; clrff = 1; ldcnt = 1 ; ldm = 1 ; end 
s2: begin clra=0; clrff = 0; ldcnt = 0 ; ldm = 0; ldq = 1 ; end 
s3: begin lda = 1 ; addsub = 1 ; ldq = 0; sfta = 0 ; sftq = 0 ; decr = 0 ; end
s4: begin lda = 1 ; addsub = 0 ; ldq= 0 ; sfta = 0 ; sftq = 0 ; decr = 0; end 
s5: begin sfta = 1 ; sftq = 1 ; lda = 0 ; ldq =0 ; decr = 1 ; end 
s6: done =1 ; 
default: begin clra = 0; sfta = 0 ; ldq = 0 ; sftq = 0 ; end 
endcase 
end
endmodule
module booth(lda, ldq , ldm , clra , clrq , clrff, sfta, sftq , addsub, decr, ldcnt, data_in, clk, qm1, eqz);
input lda, ldq, ldm, clra, clrq, clrff, sfta, sftq, addsub, clk,decr,ldcnt;
input [15:0] data_in;
output qm1, eqz ; 
wire [15:0] A, M, Q,Z;
wire [4:0] count ; 
assign eqz = ~&count; 
shiftregister ar(A,Z,A[15],clk,lda,clra,sfta);
shiftregister qr(Q,data_in, A[0],clk,ldq,clrq,sftq);
dff qm11(Q[0], qm1,clk, clrff);
PIPO mr( M, data_in,clk, ldm);
alu as(Z,A,M,addsub);
cntr cn(count, decr,ldcnt,clk);
endmodule
### flow/run.sh
#!/bin/bash
# OpenROAD 26Q1-2900-gdf79404cd8, Yosys 0.63+post, stock flow scripts
make -C /OpenROAD-flow-scripts/flow DESIGN_CONFIG=/design/flow/config.mk WORK_HOME=/design/flow/orfs finish
### flow/config.mk
export PLATFORM = sky130hd
export DESIGN_NAME = booth
export DESIGN_NICKNAME = booth
export VERILOG_FILES = /design/flow/design.v
export SDC_FILE = /design/flow/constraint.sdc
export NUM_CORES = 4
export LEC_CHECK = 1
export CORE_UTILIZATION = 30
### flow/constraint.sdc
current_design booth

set clk_period 10.1
set clk_io_pct 0.2

create_clock -name clk0 -period $clk_period [get_ports {clk}]

set non_clock_inputs [all_inputs -no_clocks]
set_input_delay [expr $clk_period * $clk_io_pct] -clock clk0 $non_clock_inputs
set_output_delay [expr $clk_period * $clk_io_pct] -clock clk0 [all_outputs]
==> flow report <==
======================================================================================
Top logic cell by instance count in the layout                            sky130_fd_sc_hd__nor2_1
Final hold vios                                                                      0
Number of distinct standard cells referenced by the synthesized netlist             44
Pwr per Cell Area                                                         153.2 mW/mm2
OpenROAD warning count                                                              30
Average footprint of a synthesized cell                                      9.191 um2
Tally of buffers added on design ports                                              29
Detailed-route vias per instance                                                 4.871
Biggest fanout along the worst timing path                                          15
First-pass GRT wire length                                                    10540 um
I/O pin cnt                                                                         30
Clock buffer count from CTS                                                          5
CTS H-Tree Depth                                                                     2
Initial antenna violation count                                                      0
Yosys cell count                                                                   353
Y dimension of the die                                                        106.0 um
Routed via count                                                                  2499
Area leader, netlist                                                      sky130_fd_sc_hd__dfxtp_1
Outcome                                                                   finished clean
Clock-pin transition on the worst setup and hold timing paths                   110 ps
Crit end category                                                             register
Chip Area                                                                  0.01123 mm2
Max Transition Viols Final                                                           0
Sink count of the clock tree                                                        54
Worst slew slack as a fraction of its limit                                     54.05%
Netlist area before placement                                             0.003244 mm2
Area share of the largest cell type after synthesis                             23.45%
Max rail drop VDD                                                           0.07199 mV
Slew at the pin with the worst max-slew slack                                 687.0 ps
Fraction of final layout cells sized beyond drive strength 1                    5.570%
Count of buffer and inverter cells on the critical path                              1
Remaining routing DRC violations                                                     0
X dimension of the die                                                        106.0 um
Buffers from clock root to sink, at most                                             2
Asr flop ratio synth                                                                0%
CP Cell Sequence                                                          clkdlybuf4s50_1 > mux2_2 > fa_1 > a21oi_1 > o211ai_2 > a21oi_1 > a32oi_1 > xnor2_1 > a211oi_1
Smallest setup slack after layout                                              5389 ps
Flops after synth                                                                   54
Instance tally after logic synthesis                                               353
Cell family with most CP delay                                            AND-OR/OR-AND gates
Finish-stage setup viols                                                             0
Tmin final                                                                     4711 ps
Area growth from synthesis to layout                                            15.81%
Layout Utilization                                                              36.07%
Weighted congestion reported at the end of routability-driven placement         0.8492
Slowest cell on crit path                                                 sky130_fd_sc_hd__clkdlybuf4s50_1
Setup clock skew after layout                                                 13.01 ps
Antenna diode count                                                                  0
Worst EP arrival                                                               4940 ps
Maximum number of pins on one net before global-route repair                        36
Number of hold-repair buffers added at the cts stage                                 0
Area of the synthesized netlist per yosys stat                            0.003244 mm2
Flip-flops with a built-in enable                                                   16
Sequential element share of the synthesized area                                38.26%
Global route overflow                                                                0
Largest cells by area after synthesis                                     sky130_fd_sc_hd__dfxtp_1 (23%), sky130_fd_sc_hd__edfxtp_1 (15%), sky130_fd_sc_hd__ha_1 (8.5%)
Total number of placement rows                                                      37
Clock latency on the worst-skew pair                                            310 ps
Worst hold slack across all endpoints                                         483.1 ps
Routed length per instance                                                    11.99 um
Terminating pin of the worst hold path                                    qm11.q$_SDFF_PP0_
Hold Crit Depth                                                                      1
Cells on worst reg2reg path                                                         11
CTS tree                                                                          done
Placeable Area                                                             0.01042 mm2
Total routing resource utilization after global routing                         11.70%
Dominant register cell                                                    sky130_fd_sc_hd__dfxtp_1
Number of global-route vias before repair                                         2254
Pwr Total                                                                     575.8 uW
Worst flop-to-flop path startpoint                                        mr.data_out[4]$_DFFE_PP_
Number of DRC violations after detailed-routing iteration 0                         93
Antenna-violating nets left                                                          0
Critical path data required time                                              10330 ps
Setup repair after global routing missed its margin                              false
Final clock period utilization by the worst path                                46.64%
Top cells excl fill/tap                                                   sky130_fd_sc_hd__nor2_1 (56), sky130_fd_sc_hd__dfxtp_1 (38), sky130_fd_sc_hd__a21oi_1 (37)
Worst reg2reg setup slack                                                      7080 ps
Destination of the worst register-to-register timing path                 ar.data_out[15]$_SDFFE_PP0P_
Synth Warn #                                                                         5
Setup slack after placement                                                    5114 ps
Reported max-cap violation count                                                     0
Detailed-routing iteration count for the pre-antenna-repair pass                     4
Clock tree root buffer cell                                               sky130_fd_sc_hd__clkbuf_8
Critical Path Source Type                                                   input port
Post-CTS Setup Bufs                                                                  0
Max Fclk                                                                     212.3 MHz
Cts repair resizes                                                                   0
Slowest Stage Delay on Critical Path                                            770 ps
Setup TNS                                                                         0 ps
Worst Hold Launch                                                         qr.data_out[0]$_SDFFE_PP0P_
Worst hold path type                                                      register to register
Final routed wirelength across all metal layers                                6149 um
Cell mode on critical path                                                sky130_fd_sc_hd__a21oi_1
HPWL after detailed placement                                                  4587 um
CP Class                                                                  input port to register
Fill cell count                                                                   1041
Floorplan core density                                                          31.15%
Leakage power of the design                                                   1.470 nW
======================================================================================
## worst max path at each step
stage,from,to,cells after the start
6_report,addsub,ar.data_out[14]$_SDFFE_PP0P_,9
5_1_grt,addsub,ar.data_out[12]$_SDFFE_PP0P_,9
4_1_cts,addsub,ar.data_out[14]$_SDFFE_PP0P_,9
## cell usage after synthesis, drive strengths merged (6+ instances only)
| library cell | n |
|---|---|
| edfxtp | 16 |
| dfxtp | 38 |
| a211oi | 27 |
| a21o | 6 |
| o21ai | 10 |
| clkbuf | 11 |
| nand2 | 9 |
| inv | 7 |
| xor2 | 14 |
| a21oi | 38 |
| nor2b | 18 |
| nor4 | 6 |
| nor2 | 56 |
| nand2b | 6 |
| buf | 6 |
| mux2i | 18 |
| ha | 22 |
| xnor2 | 14 |
## worst register-to-register path: stages, from the launching register on
cell and delay (ps):
sky130_fd_sc_hd__edfxtp_1 480, sky130_fd_sc_hd__nor4_4 350, sky130_fd_sc_hd__and2_1 230, sky130_fd_sc_hd__a21oi_1 90, sky130_fd_sc_hd__xor2_1 270, sky130_fd_sc_hd__ha_1 350
sky130_fd_sc_hd__o21ai_0 190, sky130_fd_sc_hd__nor2_1 80, sky130_fd_sc_hd__a2bb2oi_1 160, sky130_fd_sc_hd__nor4b_1 260, sky130_fd_sc_hd__nand2b_1 140, sky130_fd_sc_hd__mux2_2 320
## registers in the layout (all words and copies together) (netlist names)
name         flops
qm11.q           1
mr.data_out     16
qr.data_out     16
cn.data_out      5
ar.data_out     16
## routing by layer
metal  share of wire, %  routed length (um)  global-route usage (%)
met4               0.47                  29                   1.091
met1                 52                3189                   18.81
met2                 42                2595                   17.04
met5                  0                   0                       0
met3                5.5                 336                   2.564
## cell type report
| cell class | instances | area, um2 | share of cell area (%) |
|---|---|---|---|
| sequential | 54 | 1241 | 33.03 |
| tap | 136 | 170.2 | 4.529 |
| clock buffer | 5 | 68.82 | 1.832 |
| clock inverter | 3 | 23.77 | 0.6327 |
| inverter | 7 | 26.28 | 0.6993 |
| multi-input combinational | 275 | 1907 | 50.75 |
| timing repair buffer | 33 | 320.3 | 8.525 |
## through the flow
step / std cells / area, um2
after global routing: 513 / 3757
after CTS: 513 / 3757
final: 513 / 3757
after floorplan: 353 / 3244
after detailed placement: 505 / 3665
after global placement: 505 / 3665
## power breakdown
part | leakage [nW] | switching, mW | internal, mW
sequential | 0.471 | 0.0195 | 0.246
clock | 0.0481 | 0.0760 | 0.0509
combinational | 0.951 | 0.0957 | 0.0878
total | 1.47 | 0.191 | 0.385
## cell families after synthesis
| family | Yosys count | share of synthesized area, % |
|---|---|---|
| and+or+nand+nor | 108 | 16.16 |
| buffers and inverters | 24 | 2.969 |
| adders and majority gates | 23 | 9.101 |
| AOI/OAI and AO/OA | 96 | 19.71 |
| xor gates and xnor gates | 28 | 7.559 |
| muxes | 20 | 6.247 |
| DFF | 54 | 38.26 |
No activity file was given, so power comes from the tool's default toggle rates.
